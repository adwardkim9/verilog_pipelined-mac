File: /design/flow/design.v
module pipeMAC (clk, reset_n, opA, opB, start, count, finish, out);
   input clk, reset_n;
   input start;
   input [4:0] count;
   input signed [7:0] opA, opB;
   output finish;
   output signed [15:0] out;
   reg   [4:0] creg;
   wire   Zero = (creg == 0);    
   wire   en = (creg != 0);  
   always @(posedge clk or negedge reset_n) begin
      if (!reset_n)
         creg <= 0;
      else if (start)
         creg <= count;
      else if (Zero)
         creg <= 0;
      else
         creg <= creg - 1;
   end
   reg signed [7:0] A_reg0, B_reg0;
   reg signed [15:0] AxB_reg1, ABplusC_reg2;
    reg en_reg0, en_reg1, en_reg2;
    wire signed [15:0] mul, acc;
   always @(posedge clk or negedge reset_n) begin
      if (!reset_n) begin
         en_reg0 <= 0;
         en_reg1 <= 0;
         en_reg2 <= 0;
      end
      else begin
         en_reg0 <= en;
         en_reg1 <= en_reg0;
         en_reg2 <= en_reg1;
      end
   end
   always @(posedge clk or negedge reset_n) begin
      if (!reset_n) begin
         A_reg0 <= 0;
         B_reg0 <= 0;
      end
      else if (en) begin
         A_reg0 <= opA;
         B_reg0 <= opB;
      end
      else begin
         A_reg0 <= 0;
         B_reg0 <= 0;
      end
   end
   assign mul = A_reg0 * B_reg0;
   always @(posedge clk or negedge reset_n) begin
      if (!reset_n) begin
         AxB_reg1 <= 0;
      end
      else if (en_reg0) begin
         AxB_reg1 <= mul;
      end
      else begin
         AxB_reg1 <= 0;
      end
   end
   assign acc = AxB_reg1 + ABplusC_reg2;
   always @(posedge clk or negedge reset_n) begin
      if (!reset_n) begin
         ABplusC_reg2 <= 0;
      end
      else if (en_reg1) begin
         ABplusC_reg2 <= acc;
      end
   end
   assign out = ABplusC_reg2;
   assign finish = {en_reg2, en_reg1, en_reg0} == 3'b100;
endmodule
File: /design/flow/run.sh
#!/bin/bash
# OpenROAD 26Q1-2900-gdf79404cd8, Yosys 0.63+post, stock flow scripts
make -C /OpenROAD-flow-scripts/flow DESIGN_CONFIG=/design/flow/config.mk WORK_HOME=/design/flow/orfs finish
File: /design/flow/config.mk
export PLATFORM = sky130hd
export DESIGN_NAME = pipeMAC
export DESIGN_NICKNAME = pipeMAC
export VERILOG_FILES = /design/flow/design.v
export SDC_FILE = /design/flow/constraint.sdc
export NUM_CORES = 4
export LEC_CHECK = 1
export CORE_UTILIZATION = 40
File: /design/flow/constraint.sdc
current_design pipeMAC

set clk_period 5.6
set clk_io_pct 0.2

create_clock -name clk0 -period $clk_period [get_ports {clk}]

set non_clock_inputs [all_inputs -no_clocks]
set_input_delay [expr $clk_period * $clk_io_pct] -clock clk0 $non_clock_inputs
set_output_delay [expr $clk_period * $clk_io_pct] -clock clk0 [all_outputs]
==> out/results.txt <==
Outcome: completed
Pin count of the biggest net entering global routing: 57
CTS tree: built
CP Capture Type: flop
RSZ-0062 raised after global routing: no
WS Path Type: flop to flop
Number of port buffers: 40
Late-Pin Clk Latency: 300 ps
First-pass GRT wire length: 15800 microns
Hold Path End: ABplusC_reg2[15]
Crit-path max cell delay: 550 ps
Final Hold Viols: 0
Clk Tree Root Cell: clkbuf_16
Layout cells sized above 1: 4.26%
Mapped cell area: 5120 sq um
Leak: 2.80 nW
H-tree Lvls: 2
Fmax: 226 MHz
Crit path from: A_reg0[3]
CTS buffer count: 5
Core area: 12300 sq um
Initial antenna violation count: 0
Hold Buf Count CTS: 0
Post-Route WL: 8260 microns
Slowest CP cell: fa_1
Detailed placer's ending HPWL: 6860 microns
Worst-path fanout max: 8
Post-route DRC: 0
Mapped Avg Cell Area: 9.86 sq um
Yosys stat chip area: 5120 sq um
Finish-stage setup viols: 0
Crit path arrival time: 4650 ps
DRT Pass-1 Iters: 4
Die y size: 115 microns
Clk sinks: 56
Unique cell types: 44
Tightest hold margin: 466 ps
CTS resizes: 0
Hold depth: 1
Std-Cell Rows: 40
Req. time, crit path: 5820 ps
Fin crit share: 79.1%
Reg-to-reg startpoint: A_reg0[3]
Grt ovf: 0
Flops after synth: 56
Smallest setup slack after layout: 1170 ps
Max Slew Vio Count: 0
Clk_skew: 11.7 ps
Worst VDD drop: 258 uV
Die width: 115 microns
Post-CTS setup buffers: 0
Worst Hold Launch: ABplusC_reg2[15]
Worst reg-to-reg path cell count: 15
Fin crit period: 4430 ps
PD cells: 597 nW/um^2
Final Util: 47.8%
Inserted Diodes: 0
Max-cap viol count: 0
Worst Tran Pin Value: 680 ps
Antenna-violating nets left: 0
Setup TNS: 0 ps
Hold Path Class: flop to flop
Area grow syn2layout: 14.6%
Mapped Cells: 519
Yosys warns: 1
Cell Chain, Critical Path: and2_1, fa_1, inv_1, fa_1, inv_1, fa_1, inv_1, fa_1, inv_1, ha_1, a21oi_1, o21ai_0, a31o_2, a31oi_1, mux2i_1
CTS clk-pin slew, worst paths: 70 ps
Vias in the first global route: 3604
GP Congestion: 0.900
# Cells Yosys: 519
Reg-to-reg critical path endpoint: AxB_reg1[14]
Worst setup SP type: flop
Fp_density: 41.7%
Worst reg-to-reg setup slack: 1170 ps
Drt initial violations: 238
Vias: 3418
Seq share, synth: 27.4%
Total GRT Usage: 15.2%
Rel. slew slack: 54.7%
Clock buffer depth: 2
DIE AREA: 13300 sq um
Wire per inst: 11.3 microns
Setup WS pre-CTS: 1140 ps
Log Warnings: 25
I/O Pins: 41
Vias/cell: 4.67
-- synthesized netlist by cell type --
cell type | count | area share, %
nor3b_1 | 2 | 0.29
nor4_1 | 1 | 0.12
buf_1 | 1 | 0.073
dfrtp_1 | 56 | 27
a211oi_1 | 1 | 0.15
o211a_1 | 1 | 0.20
clkbuf_1 | 5 | 0.37
nand4_1 | 1 | 0.12
mux2_2 | 11 | 2.4
o2111a_1 | 1 | 0.22
nand2_1 | 33 | 2.4
nor2b_1 | 25 | 3.1
xnor2_1 | 18 | 3.1
o2111ai_1 | 1 | 0.17
nand3_1 | 4 | 0.39
o21a_1 | 5 | 0.73
and3_1 | 1 | 0.12
a21oi_1 | 21 | 2.1
a31o_1 | 1 | 0.17
o21ai_0 | 15 | 1.5
o311a_1 | 1 | 0.20
nor2_1 | 12 | 0.88
nor3_1 | 5 | 0.49
or4_1 | 1 | 0.15
o41ai_1 | 1 | 0.17
or3_1 | 1 | 0.12
o211ai_1 | 3 | 0.44
o31a_1 | 2 | 0.34
and2_1 | 54 | 6.6
o21bai_1 | 2 | 0.29
o311ai_0 | 3 | 0.51
a221o_1 | 1 | 0.20
xor2_1 | 7 | 1.2
o31ai_1 | 5 | 0.73
and3b_1 | 2 | 0.34
a31oi_1 | 2 | 0.24
a21o_1 | 4 | 0.59
nor2b_4 | 1 | 0.27
a31o_2 | 1 | 0.17
ha_1 | 45 | 11
nand2b_1 | 5 | 0.61
fa_1 | 56 | 22
mux2i_1 | 1 | 0.20
inv_1 | 100 | 7.3
-- where the power goes --
part,internal (mW),switching [mW]
Clock,0.167,0.140
Combinational,1.27,1.25
Sequential,0.573,0.0976
-- critical path: cells and delay by family (launching register included) --
family                     cells  cell delay (ps)
buffers and inverters          4              210
AOI/OAI and AO/OA              4              880
adders and majority gates      5             2400
DFF                            1              460
muxes                          1              200
and+or+nand+nor                1              210
-- area by class of cell --
type / count / area, sq um
tap: 168 / 210
clock buffer: 6 / 129
clock inverter: 2 / 13.8
timing repair buffer: 43 / 418
fill: 1133 / 6400
sequential: 56 / 1400
multi-input combinational: 357 / 3320
inverter: 100 / 375
-- cells in the final DEF, fill, tap and decap left out, drive strengths merged, types with 18 or more instances in the layout --
cell type	instances
a21oi	21
and2	54
clkdlybuf4s50	39
dfrtp	56
fa	56
ha	45
inv	101
nand2	33
nor2b	26
xnor2	18
-- metal layers --
layer | wire length, microns | vias up | part of all wire [%] | GRT usage [%]
li1 | - | 1738 | - | -
met1 | 4090 | 1592 | 50 | 22.7
met2 | 3700 | 74 | 45 | 24.9
met3 | 348 | 14 | 4.2 | 2.84
met4 | 122 | 0 | 1.5 | 1.90
met5 | 0 | - | 0 | 0
-- state kept, by name, indices dropped and copies added (netlist names) --
register      count
B_reg0            8
A_reg0            8
en_reg2           1
ABplusC_reg2     16
AxB_reg1         16
en_reg0           1
en_reg1           1
creg              5
-- logic make-up after synthesis --
| group | after synthesis | synth area share (%) |
|---|---|---|
| buf+inv | 106 | 7.78 |
| fa+ha+maj | 101 | 32.9 |
| mux | 12 | 2.62 |
| xor+xnor | 25 | 4.28 |
| compound gates | 71 | 9.05 |
| flops | 56 | 27.4 |
| simple gates | 148 | 16.0 |
-- per-stage QoR --
| step | total power, mW | cell area [sq um] | cells |
|---|---|---|---|
| floorplan | 2.69 | 5120 | 519 |
| global placement | 3.18 | 5720 | 724 |
| detailed placement | 3.22 | 5720 | 724 |
| CTS | 3.54 | 5870 | 732 |
| global route | 4.00 | 5870 | 732 |
| finish | 3.50 | 5870 | 732 |
-- worst max-delay path by stage --
stage,end,depth (start not counted)
CTS,AxB_reg1[14],15
global route,AxB_reg1[15],13
finish,AxB_reg1[14],15
Power is estimated from default activity; no workload was simulated.
